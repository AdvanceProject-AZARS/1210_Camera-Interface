### /design/flow/constraint.sdc
current_design CamBufWr

set clk_period 5.4
set clk_io_pct 0.2

create_clock -name clk0 -period $clk_period [get_ports {iClk}]

set non_clock_inputs [all_inputs -no_clocks]
set_input_delay [expr $clk_period * $clk_io_pct] -clock clk0 $non_clock_inputs
set_output_delay [expr $clk_period * $clk_io_pct] -clock clk0 [all_outputs]
### /design/flow/design.v
`timescale 1ns / 10ps
module CamBufWr(
    input   iClk,
    input   wRsn,
    input   sw_i,
    input   cam_vsync_i,
    input   cam_hsync_i,
    input   [7:0]   cam_data_i,
    output          ram_wr_en_o, 
    output  [16:0]  ram_wr_addr_o,
    output  [15:0]  ram_wr_data_o,
	output 			buf_sel,
	output 			buf0_full_wr,
	output 			buf1_full_wr,
	output          fr_done
    );
    localparam sig_v_count_max_real = 272;
    localparam sig_h_count_max_real = 480;
    wire sig_v_count_max;
    wire sig_h_count_max;
    reg     sig_cam_vsync;
    reg     sig_cam_hsync;
    reg     [7:0]   sig_cam_data;
    reg     sig_cam_vsync_delay;
    reg     sig_cam_hsync_delay;
    reg     [7:0]   sig_cam_data_delay;
    reg     sig_temp;
    reg     [15:0]  sig_v_count;
    reg     [15:0]  sig_h_count;
    reg     [16:0]  sig_addr_count;
    reg             sig_en;
    reg             sig_ram_wr_en;
    reg     [16:0]  sig_ram_wr_addr;
    reg     [15:0]  sig_ram_wr_data;
    assign sig_v_count_max = sig_v_count_max_real;
    assign sig_h_count_max = sig_h_count_max_real;
    parameter W_IDLE = 2'b00,
              W_RUN  = 2'b01,
			  W_DONE = 2'b10 ;
    reg [1:0] c_state, n_state;
	reg		  r_buf_sel;
	reg		  r_buf0_full_wr;
	reg		  r_buf1_full_wr;	
    always @(posedge iClk or negedge wRsn) begin
        if (!wRsn)
            c_state <= W_IDLE;
        else
            c_state <= n_state;
    end
    always @(*) begin
        case (c_state)
            W_IDLE: 
                n_state = (sig_cam_vsync_delay == 0) ? W_RUN : W_IDLE;
            W_RUN : 
                n_state = (sig_cam_vsync_delay == 1) ? W_DONE : W_RUN;
            W_DONE: 
                n_state = W_IDLE;
            default: 
                n_state = W_IDLE;
        endcase
    end
    always @(posedge iClk or negedge wRsn) begin
        if(!wRsn) begin
            r_buf_sel        <= 0;
            r_buf0_full_wr   <= 0;
            r_buf1_full_wr   <= 0;
        end 
        else begin
            case(c_state)
                W_IDLE: begin
                end
                W_RUN: begin
                end    
                W_DONE: begin
                    r_buf_sel <= ~ r_buf_sel;
                    if (r_buf_sel == 0) begin
                        r_buf0_full_wr <= 1; 
                        r_buf1_full_wr <= 0; end
                    else begin
                        r_buf1_full_wr <= 1; 
                        r_buf0_full_wr <= 0; end
                end
            endcase
        end
    end     
    assign buf_sel = r_buf_sel ;
    assign buf0_full_wr = r_buf0_full_wr ;
    assign buf1_full_wr = r_buf1_full_wr ;   
    assign fr_done = cam_vsync_i ;
    always @(posedge iClk) begin
        sig_cam_vsync <= cam_vsync_i;
        sig_cam_hsync <= cam_hsync_i;
        sig_cam_data <= cam_data_i;
        sig_cam_vsync_delay <= sig_cam_vsync;
        sig_cam_hsync_delay <= sig_cam_hsync;
        sig_cam_data_delay <= sig_cam_data;
    end
    always @(posedge iClk) begin
        if (sig_cam_vsync_delay == 0) begin
            if (sig_cam_hsync_delay == 1) begin
                sig_temp <= ~sig_temp;
            end else begin
                sig_temp <= sig_temp;
            end
        end else begin
            sig_temp <= 0;
        end
    end
    always @(posedge iClk) begin
        if (sig_cam_vsync == 0) begin
            if ((sig_cam_hsync == 0) && (sig_cam_hsync_delay == 1)) begin
                sig_v_count <= sig_v_count + 1;
            end else begin
                sig_v_count <= sig_v_count;
            end
        end else begin
            sig_v_count <= 0;
        end
    end
    always @(posedge iClk) begin
        if (sig_cam_vsync == 0) begin
            if (sig_cam_hsync == 1) begin
                if (sig_temp == 1) begin
                    sig_h_count <= sig_h_count + 1;
                end else begin
                    sig_h_count <= sig_h_count;
                end
            end else begin
                sig_h_count <= 0;
            end
        end else begin
            sig_h_count <= 0;
        end
    end
    always @(posedge iClk) begin
        if (sig_cam_vsync == 0) begin
            if (sig_ram_wr_en == 1) begin
                sig_addr_count <= sig_addr_count + 1;
            end else begin
            end
        end else begin
            sig_addr_count <= 0;
        end
    end
    always @(posedge iClk) begin
        if (sig_cam_vsync == 0) begin
            if (sig_cam_hsync == 1) begin
                if ((sig_v_count < sig_v_count_max_real) && (sig_h_count < sig_h_count_max_real)) begin
                    sig_en <= 1;
                end else begin
                    sig_en <= 0;
                end
            end else begin
                sig_en <= sig_en;
            end
        end else begin
            sig_en <= 0;
        end 
    end
    always @(posedge iClk) begin
        if (sig_en == 1) begin
            if (sig_temp == 0) begin
                sig_ram_wr_en <= 0;
                sig_ram_wr_addr <= 0;
                sig_ram_wr_data[15:8] <= sig_cam_data_delay;
            end else if (sig_temp == 1) begin
                sig_ram_wr_en <= 1;
                sig_ram_wr_addr <= sig_addr_count;
                sig_ram_wr_data[7:0] <= sig_cam_data_delay;
            end
        end else begin
            sig_ram_wr_en <= 0;
            sig_ram_wr_addr <= 0;
            sig_ram_wr_data <= 0;
        end
    end
    assign ram_wr_en_o = sig_ram_wr_en;
    assign ram_wr_addr_o = sig_ram_wr_addr;
    assign ram_wr_data_o = sig_ram_wr_data;
endmodule
### /design/flow/config.mk
export PLATFORM = sky130hd
export DESIGN_NAME = CamBufWr
export DESIGN_NICKNAME = CamBufWr
export VERILOG_FILES = /design/flow/design.v
export SDC_FILE = /design/flow/constraint.sdc
export NUM_CORES = 4
export LEC_CHECK = 1
export CORE_UTILIZATION = 30
### /design/flow/run.sh
#!/bin/bash
# OpenROAD 26Q1-2900-gdf79404cd8, Yosys 0.63+post, stock flow scripts
make -C /OpenROAD-flow-scripts/flow DESIGN_CONFIG=/design/flow/config.mk WORK_HOME=/design/flow/orfs finish
==> summary.txt <==
fresh numbers from the pnr run: clock tree from TritonCTS=built, initial DRC count=113, average cell area after synthesis=10.3 um2, via count=2737, area of the core=0.0128 mm2, synthesized instance count=388, router iterations before antenna repair=4, CP Capture Type=primary output, global-route wire length before repair=12200 um, setup bufs post-CTS=0, Die Height=117 um, Slew Viols, Final=0, ys async rst share=4.55%, Clock Power Share=42.2%, CTS Buf Count=9, chip area=0.0137 mm2, Total Neg Setup Slack=0 ns, FP Core Util=31.2%, tool warnings=26, largest fanout on the critical path=2, FMAX=0.321 GHz, outcome=complete, no violations, top cells by count=105 x dfxtp_1, 43 x nor2_1, 21 x xnor2_1, 20 x and3_1, 20 x nor2b_1, Sw Ratio=21.6%, Final Hold Viols=0, Die Width=117 um, chip area line of the yosys report=0.00398 mm2, count of library flops with an enable pin=0, Post-synth area hogs=dfxtp_1 53%, mux2i_1 4.8%, xnor2_1 4.6%, nor2_1 4.1%, and3_1 3.1%, Tmin final=3.11 ns, GRT Total Usage=11.2%, CP bufs+invs=2, Top-area cell share=52.8%, Crit. path cell count=2, Int Pwr=1230 uW, most numerous cell in the Yosys netlist=dfxtp_1, fillers=1216, clock slew at reported path FFs=0.06 ns, Flops after synth=110, Synth Warn #=1, Switch Pwr=338 uW, Max stage delay on crit path=0.49 ns, Num Clock Sinks=110, crit-path cells=clkdlybuf4s50_1 > clkdlybuf4s50_1, Slew Limit Headroom=59.6%, Hold Path Class=flop to flop, area leader, netlist=dfxtp_1, vias in the first global route=2609, Reg power frac=53.4%, fraction of layout cells with a size suffix above 1=7.55%, WL per Instance=11.4 um, clock skew=0.00813 ns, CP Class=primary input to primary output, Root Driver=clkbuf_16, Antenna Violating Nets Remaining=0, Post-synth seq share=56.0%, Worst path top cell family by delay=buffers and inverters, Insertion Delay late pin=0.34 ns, P per Cell Area=319 mW/mm2, residual DRC count=0, Commonest flop=dfxtp_1, startpoint types=primary input, Distinct lib cells used=43, Peak VDD IR=0.183 mV, grt ovf=0, Placer Congestion=0.779, I/O Pins=51, Rows=41, vias per inst=4.49, max-capacitance violation count=0, critical path's slowest cell=clkdlybuf4s50_1, Syn-to-layout area delta=23.8%, hold_buf cts=0, Reg2Reg Setup Slack=3.35 ns, ANT cells=0, Synth Cell Area=0.00398 mm2, largest net degree at the start of global routing=42, most frequent CP cell=clkdlybuf4s50_1, fin crit share=57.6%, post-DP HPWL=4420 um, critical path data arrival time=2.03 ns, port bufs=49, CTS Buffer Depth=2, critical path endpoint=fr_done, routed wire length=6940 um, Hold WS=0.328 ns, initial antenna violation count=0, Req. time, crit path=4.32 ns, cell depth of the worst flop-to-flop path=5, Slew @ Worst Pin=0.607 ns, ys cells=388, post_cts resized=0, Final setup viols=0, P_leak=0.00180 uW, combinational fraction of design power=4.3%, RR Startpoint=sig_temp, CTS H-Tree Depth=3, FF-to-FF End=sig_h_count[15], RSZ-0062 raised after global routing=false, CP startpoint=cam_vsync_i
-- worst min path at each step --
stage     depth (start not counted)       startpoint               endpoint  slack (ns)
4_1_cts                           0  sig_cam_data[5]  sig_cam_data_delay[5]        0.33
5_1_grt                           0  sig_cam_data[5]  sig_cam_data_delay[5]        0.33
6_report                          0  sig_cam_data[5]  sig_cam_data_delay[5]        0.33
-- registers in the layout, indices dropped and copies added (netlist names), 3 cells and up --
name and flops:
sig_v_count 16, sig_cam_data 8, sig_cam_data_delay 8, c_state 3, sig_ram_wr_addr 17, sig_h_count 16, sig_addr_count 17, sig_ram_wr_data 16
-- cell usage in the layout, fill, tap and decap left out, types with 7 or more instances in the layout --
cell / instances
and3_1: 20
a21oi_1: 13
nand4_1: 14
xnor2_1: 21
nor3_1: 10
clkdlybuf4s50_1: 49
mux2i_1: 19
nand2_1: 15
nand3_1: 15
o21ai_0: 7
xor2_1: 12
nor2_1: 43
nor2b_1: 20
nor4_1: 7
dfxtp_1: 104
clkbuf_16: 9
-- layer usage --
| layer | global-route usage, % | routed length, um | vias to the layer above |
|---|---|---|---|
| met2 | 17.2 | 3040 | 38 |
| li1 | - | - | 1434 |
| met3 | 2.36 | 249 | 10 |
| met5 | 0 | 0 | - |
| met1 | 17.1 | 3520 | 1255 |
| met4 | 1.86 | 125 | 0 |
-- metrics by stage --
step	power (uW)	cell area (um2)	setup WS [ns]	util (%)	std cells
floorplan	896	3980	3.14	-	388
global placement	925	4620	2.31	36.2	593
detailed placement	927	4620	2.29	36.2	593
CTS	1600	4930	2.30	38.6	609
global route	1640	4930	2.26	38.6	609
finish	1570	4930	2.29	38.6	609
-- power groups by stage --
stage	clock, uW	combinational, uW	sequential (uW)
finish	663	68.0	839
global route	723	76.0	841
CTS	689	69.5	839
-- area by class of cell --
cell class	instances	area, um2	share of cell area, %
clock inverter	7	81.3	1.65
clock buffer	9	225	4.57
multi-input combinational	253	1640	33.3
timing repair buffer	52	513	10.4
sequential	110	2230	45.2
inverter	6	22.5	0.457
tap	172	215	4.37
-- cells by family (layout without fill, tap and decap cells) --
logic type,after synthesis,after routing,synth area share [%]
simple gates,169,169,23.5
flops,110,110,56.0
xor+xnor,33,33,7.26
buf+inv,25,74,2.80
compound gates,24,24,3.33
mux,24,24,6.19
fa+ha+maj,3,3,0.943
No activity file was given, so power comes from the tool's default toggle rates.
